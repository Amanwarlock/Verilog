File: design/flow/run.sh
#!/bin/bash
# OpenROAD 26Q1-2900-gdf79404cd8, Yosys 0.63+post, stock flow scripts
make -C /OpenROAD-flow-scripts/flow DESIGN_CONFIG=/design/flow/config.mk WORK_HOME=/design/flow/orfs finish
File: design/flow/config.mk
export PLATFORM = sky130hd
export DESIGN_NAME = Alu
export DESIGN_NICKNAME = Alu
export VERILOG_FILES = /design/flow/design.v
export SDC_FILE = /design/flow/constraint.sdc
export NUM_CORES = 4
export LEC_CHECK = 1
export CORE_UTILIZATION = 50
File: design/flow/constraint.sdc
current_design Alu

set clk_period 33.5
set clk_io_pct 0.2

create_clock -name clk0 -period $clk_period

set non_clock_inputs [all_inputs -no_clocks]
set_input_delay [expr $clk_period * $clk_io_pct] -clock clk0 $non_clock_inputs
set_output_delay [expr $clk_period * $clk_io_pct] -clock clk0 [all_outputs]
File: design/flow/design.v
module Mux_16x1 (
			input clk,			
			input [15:0] a_in,
			input [3:0] sel,
			output out
		);
	wire [1:0] w;
	Mux_8x1 m1(.clk(clk), .sel(sel[2:0]), .a_in(a_in[7:0]), .out(w[0]));
	Mux_8x1 m2(.clk(clk), .sel(sel[2:0]), .a_in(a_in[15:8]), .out(w[1]));
	Mux_8x1 m3(.clk(clk), .sel({2'b00, sel[3]}), .a_in({6'b0, w}), .out(out));
endmodule
module Mux_256x1 (
			input clk,
			input [255:0] a_in,
			input [7:0] sel,
			output out
		);
	wire [1:0] w;
	wire [3:0] t;
	Mux_64x1 m1(.clk(clk), .sel(sel[5:0]), .a_in(a_in[63:0]), .out(t[0]));
	Mux_64x1 m2(.clk(clk), .sel(sel[5:0]), .a_in(a_in[127:64]), .out(t[1]));
	Mux_64x1 m3(.clk(clk), .sel(sel[5:0]), .a_in(a_in[191:128]), .out(t[2]));
	Mux_64x1 m4(.clk(clk), .sel(sel[5:0]), .a_in(a_in[255:192]), .out(t[3]));
	Mux_64x1 m5(.clk(clk), .sel({4'b0, sel[7:6]}), .a_in({60'b0,t}), .out(out));
endmodule
module Mux_2x1 (
			input clk,		
			input [1:0] a_in,
			input sel,
			output out
		);
	wire t1,t2,t3;
	not g1(t1,sel);
	and g2(t2,a_in[0],t1);
	and g3(t3,a_in[1],sel);
	or g4(out,t2,t3);
endmodule
module Mux_32x1 (
			input clk,	
			input [31:0] a_in,
			input [4:0] sel,
			output out
		);
	wire [1:0] w;
	Mux_16x1 m1(.clk(clk), .sel(sel[3:0]), .a_in(a_in[15:0]), .out(w[0]));
	Mux_16x1 m2(.clk(clk), .sel(sel[3:0]), .a_in(a_in[31:16]), .out(w[1]));
	Mux_16x1 m3(.clk(clk), .sel({3'b0, sel[4]}), .a_in({14'b0, w}), .out(out));
endmodule
module Mux_4x1 (
			input clk,			
			input [3:0] a_in,
			input [1:0] sel,
			output out
		);
	wire [1:0] w;
	Mux_2x1 m1(.clk(clk), .sel(sel[0]), .a_in(a_in[1:0]), .out(w[0]));
	Mux_2x1 m2(.clk(clk), .sel(sel[0]), .a_in(a_in[3:2]), .out(w[1]));
	Mux_2x1 m3(.clk(clk), .sel(sel[1]), .a_in(w), .out(out));
endmodule
module Mux_64x1 (
			input clk,	
			input [63:0] a_in,
			input [5:0] sel,
			output out
		);
	wire [1:0] w;
	Mux_32x1 m1(.clk(clk), .sel(sel[4:0]), .a_in(a_in[31:0]), .out(w[0]));
	Mux_32x1 m2(.clk(clk), .sel(sel[4:0]), .a_in(a_in[63:32]), .out(w[1]));
	Mux_32x1 m3(.clk(clk), .sel({4'b00, sel[5]}), .a_in({30'b0, w}), .out(out));
endmodule
module Mux_8x1 (
			input clk,			
			input [7:0] a_in,
			input [2:0] sel,
			output out
		);
	wire [1:0] w;
	Mux_4x1 m1(.clk(clk), .sel(sel[1:0]), .a_in(a_in[3:0]), .out(w[0]));
	Mux_4x1 m2(.clk(clk), .sel(sel[1:0]), .a_in(a_in[7:4]), .out(w[1]));
	Mux_4x1 m3(.clk(clk), .sel({1'b0, sel[2]}), .a_in({2'b00, w}), .out(out));
endmodule
`timescale 1ns/1ns
module Alu #(
	parameter DATA_WIDTH = 256
)(
	input clk,
	input [1:0] opcode,
	input [DATA_WIDTH-1: 0] A_in,
	input [DATA_WIDTH-1: 0] B_in,
	output[DATA_WIDTH-1: 0] Alu_out
);
parameter PARITY = 2'b00, ROTR = 2'b01, ROTL = 2'b10, POPCOUNT = 2'b11;
wire [DATA_WIDTH-1:0] parity_out, popcount_out, rotr_out, rotl_out;
reg parity_enable, popcount_enable, rotl_enable, rotr_enable;
reg [DATA_WIDTH-1:0] result, parity_in, popcount_in, rotl_in, rotr_in;
always @(clk) begin 
	case(opcode)
		PARITY: begin
			parity_enable = 1'b1;
			parity_in = A_in;
		end
		ROTR: begin
			rotr_enable = 1'b1;
			rotr_in = A_in;
		end
		ROTL: begin
			rotl_enable = 1'b1;
			rotl_in = A_in;
		end
		POPCOUNT: begin
			  popcount_enable = 1'b1;
			  popcount_in = A_in;
		end
	endcase
end
Parity #(.DATA_WIDTH(DATA_WIDTH)) parity(.clk(clk), .enable(parity_enable), .p_in(parity_in), .p_out(parity_out));
Rotr #(.DATA_WIDTH(DATA_WIDTH)) rotr(.clk(clk), .enable(rotr_enable), .a_in(rotr_in), .shift_in(B_in), .a_out(rotr_out));
Rotl #(.DATA_WIDTH(DATA_WIDTH)) rotl(.clk(clk), .enable(rotl_enable), .a_in(rotl_in), .shift_in(B_in), .a_out(rotl_out));
Popcount #(.DATA_WIDTH(DATA_WIDTH)) popcount(.clk(clk), .enable(popcount_enable), .pop_in(popcount_in), .pop_out(popcount_out));
always @(parity_out,rotr_out,rotl_out,popcount_out) begin
	case(opcode) 
		PARITY: result = parity_out;
		ROTR: result = rotr_out;
		ROTL: result = rotl_out;
		POPCOUNT: result = popcount_out;
	endcase
end
assign Alu_out = result;
endmodule
`timescale 1ns/1ns
module Parity #(
	parameter DATA_WIDTH = 256
)(
	input clk,
	input enable,
	input [DATA_WIDTH-1: 0] p_in,
	output [DATA_WIDTH-1: 0] p_out
);
genvar i;
wire [31:0] w_32,w_64,w_96,w_128,w_160,w_192,w_224,w_256;
generate for( i = 0; i < DATA_WIDTH; i = i + 32)
	begin : loop
		wire [7:0] t1,t2,t3,t4;
		Parity_8bit inst1(.clk(clk),.enable(enable), .a(p_in[i+7:i]), .out(t1));
		Parity_8bit inst2(.clk(clk),.enable(enable), .a(p_in[i+15:i+8]), .out(t2));
		Parity_8bit inst3(.clk(clk), .enable(enable), .a(p_in[i+23:i+16]), .out(t3));
		Parity_8bit inst4(.clk(clk), .enable(enable), .a(p_in[i+31:i+24]), .out(t4));
		if(i == 0) assign w_32 = t1 ^ t2 ^ t3 ^ t4;  
		if(i == 32) assign w_64 = t1 ^ t2 ^ t3 ^ t4;  
		if(i == 64) assign w_96 = t1 ^ t2 ^ t3 ^ t4;  
		if(i == 96) assign w_128 = t1 ^ t2 ^ t3 ^ t4;  
		if(i == 128) assign w_160 = t1 ^ t2 ^ t3 ^ t4;  
		if(i == 160) assign w_192 = t1 ^ t2 ^ t3 ^ t4;  
		if(i == 192) assign w_224 = t1 ^ t2 ^ t3 ^ t4;  
		if(i == 224) assign w_256 = t1 ^ t2 ^ t3 ^ t4;  
	end
endgenerate
assign p_out = w_32 ^ w_64 ^ w_96 ^ w_128 ^ w_160 ^ w_192 ^ w_224 ^ w_256;
endmodule
module Parity_8bit(
	input clk,
	input enable,
	input [7:0] a,
	output reg[7:0] out
);
reg [7:0] t1,t2,t3,t4;
always @(clk or a) begin
	if(enable == 1'b1) begin
		t1 = a[0]^a[1];
		t2 = a[2]^a[3];
		t3 = a[4]^a[5];
		t4 = a[6]^a[7];
		out = t1 ^ t2 ^ t3 ^ t4;
	end
end
endmodule
`timescale 1ns/1ns
module Popcount#(
	parameter DATA_WIDTH = 256
)(
	input clk,
	input enable,
	input [DATA_WIDTH-1:0] pop_in,
	output [DATA_WIDTH-1:0] pop_out
);
wire [31:0] w1, w2, w3, w4, w5, w6, w7, w8;
Popcount_32bit popcount1(.clk(clk),.enable(enable),.p_in(pop_in[31:0]), .p_out(w1));
Popcount_32bit popcount2(.clk(clk),.enable(enable),.p_in(pop_in[63:32]), .p_out(w2));
Popcount_32bit popcount3(.clk(clk),.enable(enable),.p_in(pop_in[95:64]), .p_out(w3));
Popcount_32bit popcount4(.clk(clk),.enable(enable),.p_in(pop_in[127:96]), .p_out(w4));
Popcount_32bit popcount5(.clk(clk),.enable(enable),.p_in(pop_in[159:128]), .p_out(w5));
Popcount_32bit popcount6(.clk(clk),.enable(enable),.p_in(pop_in[191:160]), .p_out(w6));
Popcount_32bit popcount7(.clk(clk),.enable(enable),.p_in(pop_in[223:192]), .p_out(w7));
Popcount_32bit popcount8(.clk(clk),.enable(enable),.p_in(pop_in[255:224]), .p_out(w8));
assign pop_out = w1 + w2 + w3 + w4 + w5 + w6 + w7 + w8;
endmodule
module Popcount_32bit(
	input clk,
	input enable,
	input [31:0] p_in,
	output reg [31:0] p_out
);
reg [7:0] r1, r2, r3, r4;
always @(clk or enable or p_in) begin
if(enable == 1'b1) begin 
	r1 = p_in[0] + p_in[1] + p_in[2] + p_in[3] + p_in[4] + p_in[5] + p_in[6] + p_in[7];
	r2 = p_in[8] + p_in[9] + p_in[10] + p_in[11] + p_in[12] + p_in[13] + p_in[14] + p_in[15];
	r3 = p_in[16] + p_in[17] + p_in[18] + p_in[19] + p_in[20] + p_in[21] + p_in[22] + p_in[23];
	r4 = p_in[24] + p_in[25] + p_in[26] + p_in[27] + p_in[28] + p_in[29] + p_in[30] + p_in[31];
	p_out = r1 + r2 + r3 + r4;
end
end
endmodule
`timescale 1ns/1ns
module Rotl #(
	parameter DATA_WIDTH = 256
)(
	input clk,
	input enable,
	input [DATA_WIDTH-1:0] a_in,
	input [DATA_WIDTH-1:0] shift_in,
	output [DATA_WIDTH-1:0] a_out
);
parameter WIDTH = DATA_WIDTH - 1;
wire [DATA_WIDTH-1:0] a_rev;
genvar i;
assign a_out = a_in << shift_in;
endmodule
`timescale 1ns/1ns
module Rotr #(
	parameter DATA_WIDTH = 256
)(
	input clk,
	input enable,
	input [DATA_WIDTH-1:0] a_in,
	input [DATA_WIDTH-1:0] shift_in,  
	output [DATA_WIDTH-1:0] a_out
);
genvar i;
  Mux_256x1  mux_1(.clk(clk), .sel(shift_in[7:0]), .a_in(a_in), .out(a_out[0]));
  Mux_256x1  mux_2(.clk(clk), .sel(shift_in[7:0]), .a_in({a_in[0], a_in[DATA_WIDTH-1: 1]}), .out(a_out[1]));
generate for (i = 2; i < DATA_WIDTH; i = i + 1 ) begin: loop
	Mux_256x1 mux_3(.clk(clk), .sel(shift_in[7:0]), .a_in({a_in[i-1: 0], a_in[DATA_WIDTH-1:i]}), .out(a_out[i]));
end
endgenerate
endmodule
==> flow_metrics.env <==
# source this file to load flow results
export IMPL_status="finished with violations"
export IMPL_io_pins=771
export IMPL_postCtsHoldBufs=0
export IMPL_synth_flops=1024
export IMPL_netlist_cell_type_count=79
export IMPL_first_pass_iters=14
export IMPL_portBuffers=770
export IMPL_post_cts_buffers=0
export IMPL_critPathLaunchType="input pin"
export IMPL_grt_busiest_layer="met2"
export IMPL_violations="max-capacitance violations, max-slew violations"
export IMPL_initial_core_util=0.506
export IMPL_grt_pass1_wl_mm=602
export IMPL_unclocked_regs=1024
export IMPL_setup_slack_ps=12480
export IMPL_combGateArea_sq_um=53800
export IMPL_slew_violations=3
export IMPL_drt_total_wl_mm=453
export IMPL_untimed_endpoints=1024
export IMPL_fp_dieH_microns=387
export IMPL_warnings=89
export IMPL_switchingPower_mw=11.6
export IMPL_via_per_inst=7.22
export IMPL_yosys_area_top_type_share=0.236
export IMPL_finalSetupViolCount=0
export IMPL_p_int_mw=7.48
export IMPL_grt_max_degree=131
export IMPL_synth_top_cell_by_area="mux4_2"
export IMPL_drt_iter0_drc=9721
export IMPL_required_ps=26800
export IMPL_grtUsageMet2=0.747
export IMPL_ys_flop_type="dlxtn_1"
export IMPL_gr_total_overflow=0
export IMPL_yosys_warnings=3
export IMPL_gp_congestion=1.29
export IMPL_grt_pass1_vias=71691
export IMPL_max_freq_mhz=47.6
export IMPL_worstSetupEndpointType="primary output"
export IMPL_fin_crit_sh=0.627
export IMPL_ctsResizeCount=0
export IMPL_syn_area_sq_um=74100
export IMPL_detail_route_antenna_nets=0
export IMPL_setup_tns_ps=0
export IMPL_power_mw=19.1
export IMPL_fin_util=0.571
export IMPL_drive_above_1_share=0.174
export IMPL_topCellsByArea="mux4_2 24%, dlxtn_1 21%, mux2i_1 10%, fa_1 6.4%, nand2_1 5.3%"
export IMPL_synthTopCellsByCount="1038 x nand2_1, 1024 x dlxtn_1, 818 x nor2_1"
export IMPL_holdWs_ps=14190
export IMPL_worstSetupPathType="in -> out"
export IMPL_hold_class="in -> out"
export IMPL_power_switching_share=0.608
export IMPL_finalInstanceArea_sq_um=83500
export IMPL_power_density_nw_per_um2=229
export IMPL_cp_max_fo=118
export IMPL_tightest_slew_ps=1850
export IMPL_dp_final_hpwl_mm=375
export IMPL_synthArstFlopShare=0
export IMPL_avgSynthCellArea_sq_um=9.20
export IMPL_p_leak_nw=34.8
export IMPL_max_cap_viol_count=1
export IMPL_ir_worst_vdd_v=0.00366
export IMPL_period_minus_slack_ps=21020
export IMPL_rows=140
export IMPL_ys_chip_area_sq_um=74100
export IMPL_n_fill_cell=12240
export IMPL_drc=0
export IMPL_synth_edff_count=0
export IMPL_critPathArrivalTime_ps=14320
export IMPL_vias=75471
export IMPL_rsz0062_at_grt="false"
export IMPL_instances_no_fill=10450
export IMPL_areaGrowthSynthToFinish_pct=12.7
export IMPL_layout_area_seq_sq_um=15400
export IMPL_place_ws_ps=13010
export IMPL_die_w_microns=387
export IMPL_slew_headroom=-0.246
export IMPL_most_common_cell="nand2_1"
export IMPL_core_area_sq_um=146000
export IMPL_grt_use_total=0.626
export IMPL_gr_usage_met3=0.520
export IMPL_antenna_found_initial=80
export IMPL_place_inst=10356
export IMPL_use_met1=0.688
export IMPL_place_area_sq_um=83300
export IMPL_wl_per_cell_microns=43.4
export IMPL_hold_violations=0
export IMPL_syn_inst=8049
export IMPL_die_area_sq_um=150000
export IMPL_ys_cells=8049
-- cell usage in the layout, fill, tap and decap left out, types with 318 or more instances in the layout --
cell type | synthesis | layout
a21oi_1 | 357 | 357
inv_1 | 411 | 409
o21ai_0 | 327 | 318
clkdlybuf4s50_1 | 0 | 762
mux4_2 | 776 | 776
mux2_2 | 342 | 342
mux2i_1 | 759 | 759
nor2_1 | 818 | 811
dlxtn_1 | 1024 | 1024
nand2_1 | 1038 | 1036
-- flip-flops by register name (all words and copies together), names as in the netlist --
register and flops:
parity_in 256, popcount_in 256, rotl_in 256, rotr_in 256
-- final cells by class --
class                      instances  share of cell area
tap                             1917              0.0287
sequential                      1024               0.184
multi-input combinational       5933               0.644
antenna                           94             0.00282
inverter                         419              0.0195
timing repair buffer            1063               0.120
-- critical path, cell delays in order --
cell and delay (ps):
buf_8 400, buf_4 690, buf_4 720, buf_12 600, buf_4 750, mux4_2 620, mux2i_1 700, nand2_1 160
a31oi_1 880, o21ai_0 660, o221ai_1 370, o211ai_1 150, buf_4 220, clkdlybuf4s50_1 410
-- layer usage --
metal / wire length [microns] / vias to the layer above
li1: - / 29947
met1: 140000 / 36125
met2: 165000 / 7441
met3: 95200 / 1814
met4: 48000 / 144
met5: 5010 / -
-- kinds of logic (layout without fill, tap and decap cells) --
logic type	after synthesis	in the layout	synth area share
buf+inv	1092	1482	0.0669
xor+xnor	265	265	0.0313
compound gates	1289	1289	0.108
fa+ha+maj	300	300	0.0747
other cells	0	94	0
simple gates	2199	2199	0.121
latches	1024	1024	0.208
mux	1880	1880	0.391
-- final timing paths --
check                 startpoint            to  slack (ps)  cells past startpoint
worst min-delay path     B_in[7]  Alu_out[212]       14190                      4
worst max-delay path     B_in[0]  Alu_out[211]       12480                     14
