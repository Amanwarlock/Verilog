==> run.sh <==
#!/bin/bash
# OpenROAD 26Q1-2900-gdf79404cd8, Yosys 0.63+post, stock flow scripts
make -C /OpenROAD-flow-scripts/flow DESIGN_CONFIG=/design/flow/config.mk WORK_HOME=/design/flow/orfs finish
==> config.mk <==
export PLATFORM = sky130hd
export DESIGN_NAME = Mux_128x1
export DESIGN_NICKNAME = Mux_128x1
export VERILOG_FILES = /design/flow/design.v
export SDC_FILE = /design/flow/constraint.sdc
export NUM_CORES = 4
export LEC_CHECK = 1
export CORE_AREA = 10 10 97 97
export DIE_AREA = 0 0 107 107
==> constraint.sdc <==
current_design Mux_128x1

set clk_period 2.6
set clk_io_pct 0.2

create_clock -name clk0 -period $clk_period

set non_clock_inputs [all_inputs -no_clocks]
set_input_delay [expr $clk_period * $clk_io_pct] -clock clk0 $non_clock_inputs
set_output_delay [expr $clk_period * $clk_io_pct] -clock clk0 [all_outputs]
==> design.v <==
module Mux_128x1 (
			input clk,	
			input [127:0] a_in,
			input [6:0] sel,
			output out
		);
	wire [1:0] w;
	Mux_64x1 m1(.clk(clk), .sel(sel[5:0]), .a_in(a_in[63:0]), .out(w[0]));
	Mux_64x1 m2(.clk(clk), .sel(sel[5:0]), .a_in(a_in[127:64]), .out(w[1]));
	Mux_64x1 m3(.clk(clk), .sel({5'b0, sel[6]}), .a_in({62'b0, w}), .out(out));
endmodule
module Mux_16x1 (
			input clk,			
			input [15:0] a_in,
			input [3:0] sel,
			output out
		);
	wire [1:0] w;
	Mux_8x1 m1(.clk(clk), .sel(sel[2:0]), .a_in(a_in[7:0]), .out(w[0]));
	Mux_8x1 m2(.clk(clk), .sel(sel[2:0]), .a_in(a_in[15:8]), .out(w[1]));
	Mux_8x1 m3(.clk(clk), .sel({2'b00, sel[3]}), .a_in({6'b0, w}), .out(out));
endmodule
module Mux_2x1 (
			input clk,		
			input [1:0] a_in,
			input sel,
			output out
		);
	wire t1,t2,t3;
	not g1(t1,sel);
	and g2(t2,a_in[0],t1);
	and g3(t3,a_in[1],sel);
	or g4(out,t2,t3);
endmodule
module Mux_32x1 (
			input clk,	
			input [31:0] a_in,
			input [4:0] sel,
			output out
		);
	wire [1:0] w;
	Mux_16x1 m1(.clk(clk), .sel(sel[3:0]), .a_in(a_in[15:0]), .out(w[0]));
	Mux_16x1 m2(.clk(clk), .sel(sel[3:0]), .a_in(a_in[31:16]), .out(w[1]));
	Mux_16x1 m3(.clk(clk), .sel({3'b0, sel[4]}), .a_in({14'b0, w}), .out(out));
endmodule
module Mux_4x1 (
			input clk,			
			input [3:0] a_in,
			input [1:0] sel,
			output out
		);
	wire [1:0] w;
	Mux_2x1 m1(.clk(clk), .sel(sel[0]), .a_in(a_in[1:0]), .out(w[0]));
	Mux_2x1 m2(.clk(clk), .sel(sel[0]), .a_in(a_in[3:2]), .out(w[1]));
	Mux_2x1 m3(.clk(clk), .sel(sel[1]), .a_in(w), .out(out));
endmodule
module Mux_64x1 (
			input clk,	
			input [63:0] a_in,
			input [5:0] sel,
			output out
		);
	wire [1:0] w;
	Mux_32x1 m1(.clk(clk), .sel(sel[4:0]), .a_in(a_in[31:0]), .out(w[0]));
	Mux_32x1 m2(.clk(clk), .sel(sel[4:0]), .a_in(a_in[63:32]), .out(w[1]));
	Mux_32x1 m3(.clk(clk), .sel({4'b00, sel[5]}), .a_in({30'b0, w}), .out(out));
endmodule
module Mux_8x1 (
			input clk,			
			input [7:0] a_in,
			input [2:0] sel,
			output out
		);
	wire [1:0] w;
	Mux_4x1 m1(.clk(clk), .sel(sel[1:0]), .a_in(a_in[3:0]), .out(w[0]));
	Mux_4x1 m2(.clk(clk), .sel(sel[1:0]), .a_in(a_in[7:4]), .out(w[1]));
	Mux_4x1 m3(.clk(clk), .sel({1'b0, sel[2]}), .a_in({2'b00, w}), .out(out));
endmodule
==> summary.txt <==
final hold vios -> 0
Post-synth mux share -> 0.749
Slew Limit Headroom -> 0.821
CP startpoint kind -> primary input
crit path time final -> 2.61 ns
Pleak -> 1.03 nW
Core ar. -> 7290 um2
FMAX -> 0.384 GHz
Max-cap violations -> 0
Pins Over Slew Limit -> 0
main area contributors -> mux4_2 (49%), mux4_1 (18%), mux2i_1 (6.1%)
crit-path cells -> clkdlybuf4s50_1 > mux4_2 > mux2i_2 > mux2_4 > a21o_1 > nand4_1 > buf_2
yosys stat cell total -> 89
first-pass GRT wire length -> 8880 um
failing checks -> setup timing
Place WS -> -0.733 ns
Seq/Total Area, Yosys -> 0
initial DRC count -> 22
port bufs -> 136
Row Count -> 31
Syn Inst Count -> 89
Ports -> 137
WL final -> 6050 um
Main logic family -> multiplexers
area leader, netlist -> mux4_2
Top cells excl fill/tap -> clkdlybuf4s50_1 (109), mux4_2 (31), buf_2 (18)
tally of OpenROAD warnings -> 35
Flop area -> 0 um2
area grow syn2layout -> 141%
FF+latch count -> 0
DR WL/cell -> 18.3 um
clock buffers -> 0
die area -> 11400 um2
yosys stat chip area -> 1140 um2
number of diodes -> 0
Crit path arrival time -> 2.09 ns
initial core utilization -> 0.156
Worst IR Drop VDD -> 57.8 uV
pwr/cell area -> 151 nW/um2
layout cells sized above 1 -> 0.353
GRT Util Overall -> 0.0996
CP startpoint -> a_in[106]
Final period util -> 1.00
CP Max Fanout -> 1
Compound Share, Synth -> 0.0450
final setup violation count -> 1
Mapped Area -> 1140 um2
min-delay src -> sel[4]
status -> finished, violations left
die height -> 107 um
chip width -> 107 um
Crit-path slowest cell -> mux4_2
Vias -> 1424
vias in the first global route -> 1679
Hold Buf Count CTS -> 0
Required @ worst endpoint -> 2.08 ns
Worst Setup Slack, final -> -0.00546 ns
total grt overflow -> 0
largest net degree at the start of global routing -> 13
FA/HA/MAJ Cells, Area Fraction -> 0
Post-Syn Area per Cell -> 12.8 um2
XORs/XNORs by Area -> 0
simple share -> 0.146
Yosys cell types -> 27
RSZ-0062 raised after global routing -> true
CP Class -> in2out
CP peak stage delay -> 0.46 ns
Worst-Margin Slew -> 0.266 ns
Crit. End Element -> primary output
Area leader share -> 0.493
ANT nets after route -> 0
Remaining DRCs -> 0
min-delay worst type -> in2out
DP Wirelength -> 5510 um
total power -> 0.000416 W
DRT Pass-1 Iters -> 4
gpl congestion -> 0.881
initial antenna violation count -> 0
dominant logic cell type in the layout -> clkdlybuf4s50_1
DR vias/cell -> 4.30
Synth Warn # -> 0
-- critical path, delay by kind of cell --
family	cells	cell delay, ns
multiplexers	3	0.85
buffers and inverters	2	0.52
AND-OR/OR-AND	1	0.11
AND/OR/NAND/NOR	1	0.08
-- cell families (layout without fill, tap and decap cells) --
family | Yosys count | after routing
buf+inv | 11 | 154
compound gates | 7 | 7
mux | 41 | 41
simple gates | 30 | 30
-- stage by stage --
step | util | hold slack, ns | setup TNS [ns] | area (um2) | std cells
finish | 0.377 | 1.76 | -0.00546 | 2750 | 331
global route | 0.377 | 1.87 | -0.0748 | 2750 | 331
CTS | 0.367 | 1.88 | -0.0196 | 2670 | 329
detailed placement | 0.373 | 2.20 | -0.733 | 2720 | 329
global placement | 0.373 | 2.21 | -0.744 | 2720 | 329
floorplan | - | 1.17 | 0 | 1140 | 89
-- per-layer routing --
| layer | global-route usage | up-vias | routed length (um) |
|---|---|---|---|
| li1 | - | 688 | - |
| met1 | 0.122 | 666 | 2470 |
| met2 | 0.176 | 68 | 3060 |
| met3 | 0.0309 | 2 | 490 |
| met4 | 0.00484 | 0 | 28 |
| met5 | 0 | - | 0 |
-- timing repair --
action / CTS / global route
gates resized: 85 / 8
cloned: 0 / 1
pin swaps: 4 / 4
setup buffers: 1 / 1
endpoints found under the setup margin: 1 / 1
-- area by class of cell --
type | count | area, um2
Tap cell | 99 | 124
Fill cell | 754 | 4540
Multi-Input combinational cell | 78 | 1140
Timing Repair Buffer | 154 | 1490
-- cell usage after synthesis (all sizes together) (2+ instances only) --
| master | count |
|---|---|
| nand4 | 2 |
| nor2 | 4 |
| mux2i | 7 |
| mux4 | 33 |
| nand3 | 3 |
| nor2b | 3 |
| a21oi | 2 |
| nor4 | 4 |
| buf | 8 |
| clkbuf | 3 |
| a22oi | 2 |
| nor3 | 3 |
| nor3b | 2 |
| nand2 | 5 |
-- worst paths after layout --
| check | to | slack, ns | cells after the start |
|---|---|---|---|
| max | out | -0.005 | 7 |
| min | out | 1.76 | 6 |
-- report_power, final --
group	leakage (nW)	internal [W]	switching (W)
combinational	1.03	0.000301	0.000114
sequential	0	0	0
clock	0	0	0
Power and IR drop assume default switching activity.
